### /design/flow/design.v
package tap_pkg;
    localparam int INSTRUCTION_WIDTH = 4;
    localparam [INSTRUCTION_WIDTH-1:0] EXTEST  = 4'b0000;
    localparam [INSTRUCTION_WIDTH-1:0] SAMPLE  = 4'b0001;
    localparam [INSTRUCTION_WIDTH-1:0] PRELOAD = 4'b0010;
    localparam [INSTRUCTION_WIDTH-1:0] BYPASS  = 4'b1111;
endpackage
package pkg_config;
    localparam int DATA_WIDTH = 32;
    localparam int NUM_REGISTER = 32;
    localparam int INST_WIDTH = 32;
    localparam bit [5:0] OP_ALU_NOP  = 6'b000000; 
    localparam bit [5:0] OP_ALU_ADD  = 6'b011001;  
    localparam bit [5:0] OP_ALU_SUB  = 6'b011011;  
    localparam bit [5:0] OP_ALU_AND  = 6'b011101;  
    localparam bit [5:0] OP_ALU_OR   = 6'b011111;  
    localparam bit [5:0] OP_ALU_XOR  = 6'b100001;  
    localparam bit [5:0] OP_ALU_SLT  = 6'b100011;  
    localparam bit [5:0] OP_ALU_SLTU = 6'b100101;  
    localparam bit [5:0] OP_ALU_SLL  = 6'b100111;  
    localparam bit [5:0] OP_ALU_SRL  = 6'b101001;  
    localparam bit [5:0] OP_ALU_SRA  = 6'b101011;  
    localparam bit [2:0] BRANCH_BEQ      = 3'b000;  
    localparam bit [2:0] BRANCH_BNE      = 3'b001;  
    localparam bit [2:0] BRANCH_BLT      = 3'b100;  
    localparam bit [2:0] BRANCH_BGE      = 3'b101;  
    localparam bit [2:0] BRANCH_BLTU     = 3'b110;  
    localparam bit [2:0] BRANCH_BGEU     = 3'b111;  
    localparam bit [2:0] BRANCH_JAL_JALR = 3'b010;  
    localparam int       OPCODE     = 7;
    localparam bit [6:0] OP_LUI     = 7'b0110111;  
    localparam bit [6:0] OP_AUIPC   = 7'b0010111;  
    localparam bit [6:0] OP_JAL     = 7'b1101111;  
    localparam bit [6:0] OP_JALR    = 7'b1100111;  
    localparam bit [6:0] OP_BRANCH  = 7'b1100011;  
    localparam bit [6:0] OP_LOAD    = 7'b0000011;  
    localparam bit [6:0] OP_STORE   = 7'b0100011;  
    localparam bit [6:0] OP_ALU     = 7'b0110011;  
    localparam bit [6:0] OP_ALUI    = 7'b0010011;  
    localparam bit [6:0] OP_FENCE   = 7'b0001111;  
    localparam bit [6:0] OP_SYSTEM  = 7'b1110011;  
    localparam int FUNCT_7 = 7;
endpackage
import pkg_config::*;
module data_memory #(
    parameter MEM_SIZE = 1024
) (
    input logic clk_i,
    input logic we_i,
    input logic [DATA_WIDTH - 1:0] data_i,
    input logic [$clog2(MEM_SIZE) - 1:0] addr_i,
    output logic [DATA_WIDTH - 1:0] data_o
);
    logic [DATA_WIDTH - 1:0] memory [0:MEM_SIZE-1];
    always @(posedge clk_i) begin
        if (we_i) begin
            memory[addr_i >> 2] <= data_i;
        end
    end
    assign data_o = memory[addr_i >> 2];
endmodule            
### /design/flow/run.sh
#!/bin/bash
# OpenROAD 26Q1-2900-gdf79404cd8, Yosys 0.63+post, stock flow scripts
make -C /OpenROAD-flow-scripts/flow DESIGN_CONFIG=/design/flow/config.mk WORK_HOME=/design/flow/orfs finish
### /design/flow/config.mk
export PLATFORM = sky130hd
export DESIGN_NAME = data_memory
export DESIGN_NICKNAME = data_memory
export VERILOG_FILES = /design/flow/design.v
export SDC_FILE = /design/flow/constraint.sdc
export NUM_CORES = 4
export LEC_CHECK = 1
export CORE_UTILIZATION = 50
export SYNTH_MEMORY_MAX_BITS = 65536
### /design/flow/constraint.sdc
current_design data_memory

set clk_period 39.7
set clk_io_pct 0.2

create_clock -name clk0 -period $clk_period [get_ports {clk_i}]

set non_clock_inputs [all_inputs -no_clocks]
set_input_delay [expr $clk_period * $clk_io_pct] -clock clk0 $non_clock_inputs
set_output_delay [expr $clk_period * $clk_io_pct] -clock clk0 [all_outputs]
==> Slide: Implementation Results <==
Synthesis and Place & Route Summary

Status
  • Outcome: finished, final reports clean

Hold path
  • Hold Crit Endpoint: memory[232][4]$_DFFE_PP_
  • Hold path depth: 1
  • Min-delay src: data_i[4]
  • Tightest Hold Check Type: in -> reg

Logic synthesis
  • Yosys stat area: 313000 um^2
  • Synthesized area: 313000 um^2
  • Cell count listed in synth_stat.txt: about 16000
  • Ys async rst share: 0%
  • Post-synth EDFFs: about 8200
  • Yosys reg bits: 8192
  • Post-Syn Instances: 16120
  • Main flop type: edfxtp_1
  • Register share after synthesis: between 70% and 80%
  • Post-Syn Area per Cell: 19.42 um^2
  • Syn. warnings: 1
  • Yosys cell types: between 70 and 80

Critical path
  • Crit path launch type: input pin
  • Most common cell on crit path: buf_4
  • Crit path cell chain: buf_16, buf_4, buf_4, buf_12, buf_4, buf_4, buf_4, buf_4, mux2i_1, o22ai_1, nor4_1, nand3_1, nand3_1, o211ai_1, o31a_1, clkdlybuf4s50_1
  • WS Path Type: in -> out
  • Slowest cell on crit path: o211ai_1
  • CP Data Arrival Time: 16.25 ns
  • Critical Path End Type: output port
  • Largest fanout on the critical path: about 74
  • Crit-path max cell delay: 0.81 ns
  • Worst path required time: 31.76 ns

CTS
  • # clock sinks: 8192
  • Clock input transition at the sequential cells of the worst setup and hold paths: 0.06 ns
  • CTS resizes: 0
  • Hold buffers post-CTS: 0
  • Clock root buffer master: clkbuf_16
  • CTS tree: yes
  • Clock buffer depth: 4
  • Number of CTS-inserted buffers: about 810
  • H-Tree Depth: 6
  • Total setup buffers inserted after CTS: 0

Flow run
  • Total of max-cap violations: 0
  • OpenROAD warning count: 32

Route
  • DRC viols: 0
  • Avg WL per Cell: around 38 um
  • DRT Wirelength: 977700 um
  • Vias per std cell: roughly 6.3
  • Post-route ant nets: 0
  • Via count: 163500
  • Iter 0 DRT Violations: 11530
  • Drt pass-1 iters: 5

Final timing
  • Post-layout min period: 24.19 ns
  • Max Transition Viols Final: 0
  • Highest Clock Rate: about 41 MHz
  • Slew margin rel.: a little over an eighth
  • Setup TNS: 0 ns
  • Crit share post-route: 60.94%
  • Hold slack: approximately 7.2 ns
  • RSZ-0062 raised after global routing: no
  • Final setup fails: 0
  • Least-Margin Pin Slew: 1.283 ns
  • Fin. Hold Viols: 0

Cells and area
  • Core Util, Final: 56.69%
  • Most numerous logic cells after layout: edfxtp_1, mux2i_1, o22ai_1
  • Largest register FFs: roughly 8000
  • Share of layout cells above drive strength 1: 15.80%
  • Largest registers: memory: 8192 flops
  • Non-filler cells, final: 25970
  • Layout area overhead: 12.97%
  • Most frequent logic cell in the layout: edfxtp_1
  • Largest register by flop count: memory

Power
  • Part of the power in registers: between 50 and 60%
  • Leakage: approximately 120 nW
  • Clock share of power: between 40% and 50%
  • Worst IR Drop VDD: 0.04670 mV
  • Total power divided by cell area: ~50 nW/um^2
  • Sw Ratio: 21.91%
  • Pint: 0.01380 W
  • Combinational share of power: 4.9%
  • Sw power: 0.003874 W

GRT
  • GRT Total Usage: 34.89%
  • Vias in the first global route: ~170k
  • Antenna violations before repair: 37
  • First-pass GRT wire length: 1334000 um
  • Largest net degree at the start of global routing: between 100 and 150
  • Total gr overflow: 0

Floorplan
  • Die area: 629100 um^2
  • Die X: 793.2 um
  • Die H: 793.2 um
  • FP Rows: around 290
  • Core Area: 623700 um^2
  • Fp util: 50.18%
  • Num ports: 76

Placed design
  • Port Buffer Count: 73
  • Placed insts: 24480
  • Post-DP HPWL: 560800 um
  • Gpl congestion: 0.9011
-- routing by layer --
metal	wire length [um]	track usage (%)
met3	209100	31.43
met4	45910	11.77
met5	2678	3.025
met1	287700	41.94
met2	432200	46.68
-- worst max-delay path by stage --
stage              from          to  slack [ns]  depth (start not counted)
CTS           addr_i[3]  data_o[28]       15.56                         16
global route  addr_i[3]  data_o[28]       15.22                         16
finish        addr_i[3]  data_o[28]       15.51                         16
-- cell families after synthesis --
| kind of cell | Yosys count | synth area share, % |
|---|---|---|
| compound gates | 2023 | 4.194 |
| flops | 8192 | 78.60 |
| simple gates | 1243 | 1.934 |
| mux | 3710 | 13.58 |
| buf+inv | 951 | 1.692 |
-- stage by stage --
stage	worst slack (ns)	total power, W	cell area (um^2)
after floorplan	21.91	0.01012	313000
after global placement	15.59	0.01057	328600
after detailed placement	15.60	0.01057	328600
after CTS	15.56	0.01774	353500
after global routing	15.22	0.01811	353500
final	15.51	0.01768	353600
-- critical path, delay by kind of cell --
family	cells	cell delay, ns
buf+inv	9	5.20
mux	1	0.18
simple gates	3	1.06
compound gates	3	1.45
-- layout make-up --
class	count	area, um^2
clock inverters	425	3721
clock buffers	1036	21200
inverters	5	23.77
diodes	28	70.07
repair buffers	982	8054
flip-flops and latches	8192	246000
multi-input cells	6976	64090
well taps	8322	10410
fillers	45370	270200
-- synth_stat cells, drive strengths merged, types with 3 or more instances --
library cell,instances,area [um^2]
a2111oi,10,110.1
a211oi,12,95.09
a21oi,66,330.3
a221o,4,40.04
a221oi,53,470.5
a22o,10,87.58
a22oi,73,548.0
a2bb2oi,3,26.28
a311o,10,100.1
a311oi,13,113.9
a31o,4,35.03
a31oi,46,287.8
a32oi,15,131.4
a41oi,3,26.28
and2,4,25.02
and3,20,125.1
buf,741,4508
clkbuf,205,769.5
edfxtp,8192,246000
inv,4,15.01
mux2,18,202.7
mux2i,3265,32680
mux4,427,9628
nand2,209,784.5
nand2b,5,31.28
nand3,101,505.5
nand4,8,50.05
nand4b,4,47.55
nand4bb,6,67.56
nor2,448,1684
nor2b,11,68.82
nor3,59,300.3
nor4,327,2046
o2111ai,24,210.2
o211ai,36,275.3
o21ai,141,705.7
o221ai,13,113.9
o22a,20,175.2
o22ai,1441,9015
o311a,5,50.05
o311ai,8,70.07
o31ai,4,30.03
or4,30,229.0
or4b,4,40.04
-- power groups by stage --
stage	combinational, W	sequential (W)	clock [W]
6_report	0.000869	0.00954	0.00727
4_1_cts	0.000857	0.00954	0.00734
5_1_grt	0.000911	0.00953	0.00767
Power and IR drop assume default switching activity.

## flow/design.v

```verilog
package tap_pkg;
    localparam int INSTRUCTION_WIDTH = 4;
    localparam [INSTRUCTION_WIDTH-1:0] EXTEST  = 4'b0000;
    localparam [INSTRUCTION_WIDTH-1:0] SAMPLE  = 4'b0001;
    localparam [INSTRUCTION_WIDTH-1:0] PRELOAD = 4'b0010;
    localparam [INSTRUCTION_WIDTH-1:0] BYPASS  = 4'b1111;
endpackage
package pkg_config;
    localparam int DATA_WIDTH = 32;
    localparam int NUM_REGISTER = 32;
    localparam int INST_WIDTH = 32;
    localparam bit [5:0] OP_ALU_NOP  = 6'b000000; 
    localparam bit [5:0] OP_ALU_ADD  = 6'b011001;  
    localparam bit [5:0] OP_ALU_SUB  = 6'b011011;  
    localparam bit [5:0] OP_ALU_AND  = 6'b011101;  
    localparam bit [5:0] OP_ALU_OR   = 6'b011111;  
    localparam bit [5:0] OP_ALU_XOR  = 6'b100001;  
    localparam bit [5:0] OP_ALU_SLT  = 6'b100011;  
    localparam bit [5:0] OP_ALU_SLTU = 6'b100101;  
    localparam bit [5:0] OP_ALU_SLL  = 6'b100111;  
    localparam bit [5:0] OP_ALU_SRL  = 6'b101001;  
    localparam bit [5:0] OP_ALU_SRA  = 6'b101011;  
    localparam bit [2:0] BRANCH_BEQ      = 3'b000;  
    localparam bit [2:0] BRANCH_BNE      = 3'b001;  
    localparam bit [2:0] BRANCH_BLT      = 3'b100;  
    localparam bit [2:0] BRANCH_BGE      = 3'b101;  
    localparam bit [2:0] BRANCH_BLTU     = 3'b110;  
    localparam bit [2:0] BRANCH_BGEU     = 3'b111;  
    localparam bit [2:0] BRANCH_JAL_JALR = 3'b010;  
    localparam int       OPCODE     = 7;
    localparam bit [6:0] OP_LUI     = 7'b0110111;  
    localparam bit [6:0] OP_AUIPC   = 7'b0010111;  
    localparam bit [6:0] OP_JAL     = 7'b1101111;  
    localparam bit [6:0] OP_JALR    = 7'b1100111;  
    localparam bit [6:0] OP_BRANCH  = 7'b1100011;  
    localparam bit [6:0] OP_LOAD    = 7'b0000011;  
    localparam bit [6:0] OP_STORE   = 7'b0100011;  
    localparam bit [6:0] OP_ALU     = 7'b0110011;  
    localparam bit [6:0] OP_ALUI    = 7'b0010011;  
    localparam bit [6:0] OP_FENCE   = 7'b0001111;  
    localparam bit [6:0] OP_SYSTEM  = 7'b1110011;  
    localparam int FUNCT_7 = 7;
endpackage
import pkg_config::*;
module alu_unit (
    input logic [5:0] alu_op_i,
    input logic [DATA_WIDTH - 1:0] a_i,
    input logic [DATA_WIDTH - 1:0] b_i,
    output logic [DATA_WIDTH - 1:0] c_o
);
    always @* begin
        unique case (alu_op_i)
            OP_ALU_ADD:  c_o = a_i + b_i;             
            OP_ALU_SUB:  c_o = a_i - b_i;
            OP_ALU_AND:  c_o = a_i & b_i;
            OP_ALU_OR:   c_o = a_i | b_i;
            OP_ALU_XOR:  c_o = a_i ^ b_i;
            OP_ALU_SLT:  c_o = ($signed(a_i) < $signed(b_i)) ? 1 : 0;
            OP_ALU_SLTU: c_o = (a_i < b_i) ? 1 : 0;
            OP_ALU_SLL:  c_o = a_i << b_i[4:0];
            OP_ALU_SRL:  c_o = a_i >> b_i[4:0];
            OP_ALU_SRA:  c_o = $signed(a_i) >>> b_i[4:0];
            default:     c_o = 'x;
        endcase
    end
endmodule
```

## flow/run.sh

```bash
#!/bin/bash
# OpenROAD 26Q1-2900-gdf79404cd8, Yosys 0.63+post, stock flow scripts
make -C /OpenROAD-flow-scripts/flow DESIGN_CONFIG=/design/flow/config.mk WORK_HOME=/design/flow/orfs finish
```

## flow/config.mk

```make
export PLATFORM = sky130hd
export DESIGN_NAME = alu_unit
export DESIGN_NICKNAME = alu_unit
export VERILOG_FILES = /design/flow/design.v
export SDC_FILE = /design/flow/constraint.sdc
export NUM_CORES = 4
export LEC_CHECK = 1
export CORE_UTILIZATION = 30
```

## flow/constraint.sdc

```tcl
current_design alu_unit

set clk_period 13.4
set clk_io_pct 0.2

create_clock -name clk0 -period $clk_period

set non_clock_inputs [all_inputs -no_clocks]
set_input_delay [expr $clk_period * $clk_io_pct] -clock clk0 $non_clock_inputs
set_output_delay [expr $clk_period * $clk_io_pct] -clock clk0 [all_outputs]
```

==> results.json <==
{
  "run_status": "completed",
  "via_count": 10500,
  "place_area_sq_um": 10100,
  "synth.cell_area_sq_um": 9010,
  "n_sequential_cell": 0,
  "grt_pass1_vias": 9616,
  "largest_fanout_on_the_critical_path": 38,
  "cp_data_arrival_time_ns": 7.81,
  "worst-slew-pin-transition_ns": 0.816,
  "initial_antenna_violation_count": 0,
  "drtAntennaViolNets": 0,
  "yosys.cell_types.count": 92,
  "ir_drop_mv": 0.0166,
  "switching_share": 0.577,
  "finalSetupViolCount": 0,
  "switchingPower_uw": 245,
  "final_core_util": 0.343,
  "post-route-period-util": 0.783,
  "groute.usage.overall": 0.261,
  "stage_log_warnings": 97,
  "cp_slowest_stage_delay_ns": 0.71,
  "final_worst_setup_slack_ns": 2.91,
  "timing.critical_path.slowest_stage_cell": "ha_1",
  "holdCritStartpoint": "b_i[1]",
  "highest_achievable_clock_rate_ghz": 0.0953,
  "hold-path-endpoint": "c_o[3]",
  "cts.repair.resized": 0,
  "initCoreUtil": 0.305,
  "finalMaxSlewViolations": 0,
  "post_route_cells_drive_above_1_share": 0.0842,
  "post-route-cell-area_sq_um": 10100,
  "coreArea_sq_um": 29600,
  "layout_min_cycle_time_ns": 10.49,
  "num_rows": 63,
  "number_of_warnings_printed_during_yosys_synthesis": 1,
  "place_inst": 1684,
  "globalRoute.totalOverflow": 0,
  "final.fill_count": 3187,
  "timing.critical_path.cells": "clkdlybuf4s50_1, buf_4, clkinv_1, ha_1, nand4_1, a211oi_1, o211ai_1, o31a_1, nor4_1, nor4_2, or3_1, a22oi_1, clkdlybuf4s50_1",
  "num_io_pins": 102,
  "final-comb-area_sq_um": 8130,
  "grt_pass1_wl_um": 60200,
  "worst_slew_margin_rel": 0.454,
  "holdCritPathClass": "in2out",
  "hold-worst-slack_ns": 6.63,
  "grt_start_max_net_pins": 61,
  "timing_hold_violations_final": 0,
  "cts.repair_timing.setup_buffer_count": 0,
  "setup.worst_path.class": "in2out",
  "postRouteWirelength_um": 39800,
  "postSynthSeqShare": 0,
  "worst_ep_required_time_ns": 10.72,
  "postSynthCellCount": 1274,
  "number_of_instances_on_the_worst_hold_path": 6,
  "die-height_um": 175,
  "drt_iter0_drc": 1116,
  "pre_cts_ws_ns": 3.05,
  "drt-pass1-iter-count": 7,
  "gp_congestion": 1.01,
  "power.density_cell_area_nw_per_um2": 42.0,
  "synth_chip_area_sq_um": 9010,
  "leakage_power_nw": 4.05,
  "critical_path.most_common_cell": "clkdlybuf4s50_1",
  "total_design_power_uw": 425,
  "final-seq-area_sq_um": 0,
  "startpoint_class_of_the_critical_path": "primary input",
  "cts_hold_buffers": 0,
  "timing.setup.tns_ns": 0,
  "area_growth_syn_to_layout_pct": 12.4,
  "chip_area_sq_um": 30700,
  "place.port_buffers": 102,
  "power.internal_uw": 180,
  "ys_cells": 1274,
  "route.detailed.wl_per_inst_um": 23.6,
  "critical_path_endpoint_category": "output pin",
  "die_width_um": 175,
  "n_clock_buffer": 0,
  "rsz_0062_raised_after_global_routing": "no",
  "fin_cells": 1685,
  "number_of_remaining_drc_errors": 0,
  "ratio_of_routed_vias_to_standard_cells": 6.25,
  "dp_hpwl_um": 30500,
  "post_synth.cell_area_avg_sq_um": 7.07,
  "maxCapViolCount": 0
}
[critical path, delay by kind of cell]
family / cells / cell delay, ns
compound gates: 4 / 1.41
fa+ha+maj: 1 / 0.71
buf+inv: 4 / 1.99
simple gates: 4 / 1.01
[routing by layer]
metal | vias to the layer above | part of all wire | track usage
met5 | - | 0 | 0
met4 | 0 | 0.025 | 0.0529
met3 | 51 | 0.10 | 0.0565
met2 | 570 | 0.44 | 0.391
met1 | 5054 | 0.44 | 0.388
li1 | 4851 | - | -
[logic make-up after synthesis]
| family | share of synthesized area |
|---|---|
| simple gates | 0.213 |
| xor+xnor | 0.00486 |
| buf+inv | 0.0982 |
| mux | 0.193 |
| compound gates | 0.352 |
| fa+ha+maj | 0.139 |
[power groups by stage]
stage	Clock (mW)	Sequential (mW)	Combinational, mW
after global routing	0	0	0.462
after CTS	0	0	0.419
[area by class of cell]
| class | instances | area share |
|---|---|---|
| multi-input cells | 1079 | 0.803 |
| repair buffers | 122 | 0.114 |
| well taps | 390 | 0.0482 |
| inverters | 93 | 0.0345 |
| diodes | 1 | 0.000247 |
[worst max path at each step]
stage	start	endpoint	slack (ns)	cells after the start
after global routing	b_i[4]	c_o[22]	2.51	14
after CTS	b_i[4]	c_o[31]	3.02	13
final	b_i[4]	c_o[31]	2.91	13
[cells in the mapped netlist, types with 8 or more instances]
cell type | instances | area [sq um]
a211o_1 | 11 | 96.3
a211oi_1 | 25 | 188
a21o_1 | 18 | 135
a21oi_1 | 121 | 606
a221o_1 | 8 | 80.1
a221oi_1 | 17 | 149
a22oi_1 | 9 | 67.6
a31oi_1 | 14 | 87.6
buf_1 | 8 | 30.0
buf_2 | 23 | 115
buf_4 | 14 | 105
clkbuf_1 | 50 | 188
ha_1 | 97 | 1210
inv_1 | 89 | 334
mux2_2 | 8 | 90.1
mux2i_1 | 35 | 350
mux4_1 | 9 | 236
mux4_2 | 47 | 1060
nand2_1 | 89 | 334
nand2b_1 | 12 | 75.1
nand3_1 | 20 | 100
nand4_1 | 13 | 81.3
nor2_1 | 174 | 653
nor2b_1 | 12 | 75.1
nor3_1 | 30 | 150
nor4_1 | 10 | 62.6
o211ai_1 | 32 | 240
o21a_1 | 18 | 135
o21ai_0 | 82 | 410
o21bai_1 | 11 | 82.6
o221ai_1 | 8 | 70.1
o22ai_1 | 12 | 75.1
o31ai_1 | 9 | 67.6
or3_1 | 11 | 68.8
[cells in the final DEF (no fill, tap or decap), types with 25 or more instances in the layout]
cell type,instances
nor2_1,173
mux2i_1,35
nand2_1,89
o21ai_0,82
ha_1,97
clkdlybuf4s50_1,98
nor3_1,29
o211ai_1,32
mux4_2,47
a21oi_1,121
a211oi_1,25
inv_1,88

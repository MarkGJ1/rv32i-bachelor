==> flow/design.v <==
package tap_pkg;
    localparam int INSTRUCTION_WIDTH = 4;
    localparam [INSTRUCTION_WIDTH-1:0] EXTEST  = 4'b0000;
    localparam [INSTRUCTION_WIDTH-1:0] SAMPLE  = 4'b0001;
    localparam [INSTRUCTION_WIDTH-1:0] PRELOAD = 4'b0010;
    localparam [INSTRUCTION_WIDTH-1:0] BYPASS  = 4'b1111;
endpackage
package pkg_config;
    localparam int DATA_WIDTH = 32;
    localparam int NUM_REGISTER = 32;
    localparam int INST_WIDTH = 32;
    localparam bit [5:0] OP_ALU_NOP  = 6'b000000; 
    localparam bit [5:0] OP_ALU_ADD  = 6'b011001;  
    localparam bit [5:0] OP_ALU_SUB  = 6'b011011;  
    localparam bit [5:0] OP_ALU_AND  = 6'b011101;  
    localparam bit [5:0] OP_ALU_OR   = 6'b011111;  
    localparam bit [5:0] OP_ALU_XOR  = 6'b100001;  
    localparam bit [5:0] OP_ALU_SLT  = 6'b100011;  
    localparam bit [5:0] OP_ALU_SLTU = 6'b100101;  
    localparam bit [5:0] OP_ALU_SLL  = 6'b100111;  
    localparam bit [5:0] OP_ALU_SRL  = 6'b101001;  
    localparam bit [5:0] OP_ALU_SRA  = 6'b101011;  
    localparam bit [2:0] BRANCH_BEQ      = 3'b000;  
    localparam bit [2:0] BRANCH_BNE      = 3'b001;  
    localparam bit [2:0] BRANCH_BLT      = 3'b100;  
    localparam bit [2:0] BRANCH_BGE      = 3'b101;  
    localparam bit [2:0] BRANCH_BLTU     = 3'b110;  
    localparam bit [2:0] BRANCH_BGEU     = 3'b111;  
    localparam bit [2:0] BRANCH_JAL_JALR = 3'b010;  
    localparam int       OPCODE     = 7;
    localparam bit [6:0] OP_LUI     = 7'b0110111;  
    localparam bit [6:0] OP_AUIPC   = 7'b0010111;  
    localparam bit [6:0] OP_JAL     = 7'b1101111;  
    localparam bit [6:0] OP_JALR    = 7'b1100111;  
    localparam bit [6:0] OP_BRANCH  = 7'b1100011;  
    localparam bit [6:0] OP_LOAD    = 7'b0000011;  
    localparam bit [6:0] OP_STORE   = 7'b0100011;  
    localparam bit [6:0] OP_ALU     = 7'b0110011;  
    localparam bit [6:0] OP_ALUI    = 7'b0010011;  
    localparam bit [6:0] OP_FENCE   = 7'b0001111;  
    localparam bit [6:0] OP_SYSTEM  = 7'b1110011;  
    localparam int FUNCT_7 = 7;
endpackage
import pkg_config::*;
module sign_extension (
    input logic [INST_WIDTH - 1:0] inst_i,                 
    input logic [OPCODE - 1:0] opcode_i,                    
    output logic [DATA_WIDTH - 1:0] immediate_extended_o    
);
    always @* begin
        unique case (opcode_i)
            OP_ALUI, OP_LOAD, OP_JALR:   
                immediate_extended_o = $signed(inst_i[31:20]);  
            OP_STORE:   
                immediate_extended_o = $signed({inst_i[31:25], inst_i[11:7]});
            OP_LUI, OP_AUIPC:   
                immediate_extended_o = {inst_i[31:12], 12'h000};  
            OP_JAL:   
                immediate_extended_o = $signed({inst_i[31], inst_i[19:12], inst_i[20], inst_i[30:21], 1'b0});  
            OP_BRANCH:   
                immediate_extended_o = $signed({inst_i[31], inst_i[7], inst_i[30:25], inst_i[11:8], 1'b0});  
            default:
                immediate_extended_o = 32'hFFFF_FFFF;  
        endcase
    end
endmodule
==> flow/run.sh <==
#!/bin/bash
# OpenROAD 26Q1-2900-gdf79404cd8, Yosys 0.63+post, stock flow scripts
make -C /OpenROAD-flow-scripts/flow DESIGN_CONFIG=/design/flow/config.mk WORK_HOME=/design/flow/orfs finish
==> flow/config.mk <==
export PLATFORM = sky130hd
export DESIGN_NAME = sign_extension
export DESIGN_NICKNAME = sign_extension
export VERILOG_FILES = /design/flow/design.v
export SDC_FILE = /design/flow/constraint.sdc
export NUM_CORES = 4
export LEC_CHECK = 1
export CORE_AREA = 10 10 70 70
export DIE_AREA = 0 0 80 80
==> flow/constraint.sdc <==
current_design sign_extension

set clk_period 7.7
set clk_io_pct 0.2

create_clock -name clk0 -period $clk_period

set non_clock_inputs [all_inputs -no_clocks]
set_input_delay [expr $clk_period * $clk_io_pct] -clock clk0 $non_clock_inputs
set_output_delay [expr $clk_period * $clk_io_pct] -clock clk0 [all_outputs]
==> notes.md <==
yosys + openroad results -> chip area=6400 um2, GR Util All Layers=8.405%, MUX area fraction=1.818%, Worst Tran Pin Value=0.7567 ns, Row Count=21, fmax=0.1814 GHz, cell count in the Yosys report=95, worst hold margin=4.002 ns, DR WL/cell=14.71 um, crit path max fanout=12, largest net degree at the start of global routing=20, tool warnings=39, Layout Area Growth over Synthesis=123.6%, num ports=71, dpl hpwl=2.409 mm, Hold Path Class=input port to primary output, yosys xor share=0%, Tmin final=5.513 ns, remaining antenna violation count=0, drt total wl=2.897 mm, final setup vio count=0, hold_buf cts=0, vias per cell=4.766, DRT Pass-1 Iters=4, Synth cell types=27, RSZ-0062 raised after global routing=false, core area=3416 um2, AO/OA Area Share=37.73%, clock buffers=0, Top non-seq family=simple AND/OR/NAND/NOR gates, Leakage=0.0004017 uW, PD cells=37.44 nW/um2, total congestion overflow=0, setup bufs post-CTS=0, synth warn=1, worst slew margin relative to its limit=49.37%, DIE WIDTH=80 um, # resized after CTS=0, area fraction in full adders, half adders and majority gates=0%, period utilization=71.60%, maximum vdd ir drop=0.01202 mV, register share after synthesis=0%, flop count=0, CP dominant cell by count=clkdlybuf4s50_1, cell taking the most area after synthesis=nand3_1, most numerous logic cell after layout=clkdlybuf4s50_1, Syn Std Cell Area=550.5 um2, Final Max Slew Viols=0, DR vias=939, first-pass GRT wire length=4.581 mm, Top area cell types=nand3_1 (20%), a21oi_1 (12%), a21o_1 (8.2%), HP Start=inst_i[14], Final TNS setup=0 ns, yosys stat chip area=550.5 um2, CP arrival=3.97 ns, status=complete, no violations, Final Total Pwr=46.09 uW, port bufs=64, Gate Count Post-Synth=95, Critical Path Sink Type=primary output, Max-area cell share=20.00%, vias in the first global route=972, Crit path required time=6.16 ns, CP max stage delay=0.58 ns, final hold violations=0, worst hold path depth=4, Top cells excl fill/tap=clkdlybuf4s50_1 (64), nand3_1 (22), a21oi_1 (13), 1st-iter DRT viols=28, Simple Share, Synth=51.36%, Critical Path, Cell by Cell=clkdlybuf4s50_1 > nand2_1 > nor4_2 > nand3b_1 > o211ai_1 > clkdlybuf4s50_1, die y size=80 um, ANT cells=0, type of origin of the critical path=input port, Worst path slowest cell=nor4_2, initial antenna violation count=0, Avg Inst Size Synth=5.795 um2, Hold Path Sink=immediate_extended_o[14], share of layout cells above drive strength 1=3.974%, Register Area=0 um2, Post-route DRC=0, FP Core Util=16.12%, Worst Setup Path Type=input port to primary output, max cap viols=0, RePlAce Congestion=0.8240
## layout make-up
class	count	area, um2
inverters	2	7.507
repair buffers	66	655.6
well taps	46	57.56
fillers	366	2185
multi-input cells	83	510.5
## cell families (layout without fill, tap and decap cells)
family | Yosys count | in the layout
compound gates | 30 | 30
buf+inv | 12 | 68
mux | 1 | 1
simple gates | 52 | 52
## worst max path at each step
stage | endpoint | slack [ns] | cells after the start | from
after CTS | immediate_extended_o[11] | 2.11 | 6 | opcode_i[1]
after global routing | immediate_extended_o[26] | 2.01 | 6 | opcode_i[1]
final | immediate_extended_o[11] | 2.19 | 6 | opcode_i[1]
## power by group
| group | internal, uW | total (uW) | switching [uW] |
|---|---|---|---|
| Sequential | 0 | 0 | 0 |
| Combinational | 30.3 | 46.1 | 15.7 |
| Clock | 0 | 0 | 0 |
## per-layer routing
metal	part of all wire [%]	vias up	global-route usage, %
met5	0	-	0
met4	0	0	0
met3	14	0	3.523
met2	46	45	13.96
met1	41	424	10.48
li1	-	470	-
## metrics by stage
stage | utilization (%) | cell area, um2 | setup WS, ns | std cells
after floorplan | - | 550.5 | 3.292 | 95
after global placement | 36.04 | 1231 | 2.118 | 197
after detailed placement | 36.04 | 1231 | 2.107 | 197
after CTS | 36.04 | 1231 | 2.113 | 197
after global routing | 36.04 | 1231 | 2.014 | 197
final | 36.04 | 1231 | 2.187 | 197
## critical path: cells and delay by family
kind	cells	cell delay, ns
AOI/OAI and AO/OA	1	0.23
buffers and inverters	2	0.99
and+or+nand+nor	3	1.21
## synth_stat cells
master	number
a2111oi_1	1
mux2i_1	1
or3_1	1
nand2_1	12
nor3b_1	2
o31a_1	1
a21o_1	6
or4_1	1
or2_2	1
nand4b_1	2
nand2b_1	1
a21oi_1	13
nor2_1	3
o31ai_1	1
nand3_1	22
nor2b_1	1
nor4_2	1
a2bb2oi_1	1
a211o_1	1
clkbuf_1	6
o211ai_1	1
a31oi_1	1
a221o_1	4
or3b_1	1
inv_1	2
nand3b_1	4
buf_2	4
No activity file was given, so power comes from the tool's default toggle rates.
